### ./run.sh
#!/bin/bash
# OpenROAD 26Q1-2900-gdf79404cd8, Yosys 0.63+post, stock flow scripts
make -C /OpenROAD-flow-scripts/flow DESIGN_CONFIG=/design/flow/config.mk WORK_HOME=/design/flow/orfs finish
### ./config.mk
export PLATFORM = sky130hd
export DESIGN_NAME = dff_en_pc
export DESIGN_NICKNAME = dff_en_pc
export VERILOG_FILES = /design/flow/design.v
export SDC_FILE = /design/flow/constraint.sdc
export NUM_CORES = 4
export LEC_CHECK = 1
export CORE_UTILIZATION = 30
export SYNTH_HDL_FRONTEND = slang
### ./constraint.sdc
current_design dff_en_pc

set clk_period 1.1
set clk_io_pct 0.2

create_clock -name clk0 -period $clk_period [get_ports {clk}]

set non_clock_inputs [all_inputs -no_clocks]
set_input_delay [expr $clk_period * $clk_io_pct] -clock clk0 $non_clock_inputs
set_output_delay [expr $clk_period * $clk_io_pct] -clock clk0 [all_outputs]
### ./design.v
module dff_en_pc(
	input clk,
	input rst_n,
	input en,
	input [31:0] d,
	output reg [31:0] q
);
always @(posedge clk, negedge rst_n) begin
	if (!rst_n)
		q <= 32'd0;
	else if (en)
		q <= d;
	else
		q <= q;
end
endmodule
==> results_slide.txt <==
Run Summary

Setup path
  • Critical path, cell by cell: clkdlybuf4s15_1
  • Slowest CP cell: dfrtp_1
  • Setup crit end kind: output pin
  • CP delay by family, top: flip-flops
  • WP data required: 0.88 ns
  • Crit Path Max Fanout: 2
  • Slowest cell delay on critical path: 0.38 ns
  • CP bufs+invs: 1
  • Type of the worst setup path: flop to output pin
  • Crit path DAT: around 0.84 ns
  • Startpoint class of the critical path: flop

Routing
  • Detailed Routing Iterations Pass 1: 2
  • Average wire per cell in the routed design: 13.1 um
  • Post-Route WL: 2.70 mm
  • Post-DRT Antenna Nets: 0
  • Initial DRC count: 31
  • DRC Markers: 0
  • Via count: 861
  • Antenna fix cells: 0
  • Via-to-Cell Ratio: around 4.2

STA
  • Final Hold Viols: 0
  • Tmin final: 1.06 ns
  • Sum Neg Setup Slack: 0 ns
  • Fin crit share: 0.968
  • Worst slew margin relative to its limit: 0.885
  • Worst Tran Pin Value: around 0.17 ns
  • Fmax: 940 MHz
  • Clock Skews: 0 ns
  • Setup violators final: 0
  • Max-slew violation count: 0
  • Worst hold margin: 0.306 ns

Logic synthesis
  • Post-Syn Area: between 1000 and 1500 sq um
  • Cell area leaders: dfrtp_1, mux2_4, buf_12
  • Yosys Chip Area: 1350 sq um
  • Mean Syn Cell Area: 19.8 sq um
  • Cell type with the largest total area: dfrtp_1
  • Post-synthesis sequential area ratio: 0.595
  • Synth Warn #: 0
  • Top-area cell share: 0.595
  • Synth flops: 32
  • Synth cell types: 5
  • Mapped Cells: 68
  • # Cells Yosys: 68

Finish
  • Most frequent logic cell in the layout: clkdlybuf4s50_1
  • Max reg flops: 32
  • Area growth syn-to-layout: 66.4%
  • Fill cells: between 300 and 400
  • Fraction of layout cells with a size suffix above 1: 0.417
  • Final instance area: 2240 sq um
  • Largest reg by FF count: q
  • Logic area: 473 sq um
  • Largest regs: q x32
  • Area occupied by registers: 801 sq um
  • Commonest non-fill, non-tap cells in the layout: clkdlybuf4s50_1, dfrtp_1, mux2_4
  • Finished Layout Cells: 206

Clock network
  • TritonCTS Buffers: 5
  • CTS tree: built
  • Worst-path clk slew: roughly 0.06 ns
  • # clock sinks: 32
  • H-tree depth: 2
  • Root buffer cell: clkbuf_8
  • Clk buf depth: 2
  • Latency at later pin: about 0.28 ns

Floorplan
  • Row count: 23
  • Die area: 4760 sq um
  • IO Count: 67
  • Initial Util: 0.325
  • Die width: between 60 and 70 um
  • Die y size: approximately 69 um
  • Core area: around 4100 sq um

Global route
  • Vias in the first global route: 869
  • Gr usage total: 0.124
  • First-pass GRT wire length: 4.15 mm
  • Largest net degree at the start of global routing: 33
  • Initial antenna violation count: 0
  • Total grt overflow: 0

Pwr
  • Clock share of power: 0.325
  • Internal: about 2.3 mW
  • LEAKAGE: 1.06 nW
  • Sequential power share: 0.463
  • Pwr Total: 2.93 mW
  • Switching pwr: ~0.6 mW
  • Combinational share of power: 0.211
  • Pwr dens: 1310 nW/um^2
  • VDD IR-drop max: between 0.0007 and 0.0008 V
  • Switching fraction of total power: 0.202

Placed design
  • Hpwl dp: 1.82 mm
  • Placer Congestion: between 0.6 and 0.7
  • Port-buffer cells: around 66
  • Placed Cells incl. Taps: 183
  • Placed inst area: around 2100 sq um

Status
  • Status: finished, final reports clean

Job
  • Tool warnings: 25
  • # Max-Cap Violations: 0

Worst hold path
  • Worst min path class: primary input to asynchronous set/reset pin
==> layer usage <==
layer,up-vias,part of all wire,track usage
met3,4,0.087,0.0567
met2,39,0.45,0.172
met5,-,0,0
met1,409,0.45,0.184
li1,409,-,-
met4,0,0.012,0.0204
==> layout make-up <==
type / instances / share of cell area
Clock buffer: 7 / 0.0430
Timing Repair Buffer: 85 / 0.360
Multi-Input combinational cell: 32 / 0.211
Tap cell: 50 / 0.0279
Sequential cell: 32 / 0.358
==> Yosys cell counts <==
| library cell | count |
|---|---|
| mux2_2 | 2 |
| mux2_4 | 30 |
| buf_12 | 3 |
| dfrtp_1 | 32 |
| buf_6 | 1 |
==> kinds of logic after synthesis <==
| group | Yosys count | share of synthesized area |
|---|---|---|
| muxes | 32 | 0.352 |
| DFF | 32 | 0.595 |
| buffers and inverters | 4 | 0.0530 |
==> per-stage QoR <==
stage / util / worst slack, ns
floorplan: - / 0.213
global route: 0.540 / -0.00746
detailed placement: 0.495 / 0.0538
global placement: 0.495 / 0.0430
CTS: 0.537 / 0.0157
finish: 0.540 / 0.0356
==> power groups by stage <==
| stage | Combinational (mW) | Clock (mW) | Sequential (mW) |
|---|---|---|---|
| 4_1_cts | 0.609 | 0.990 | 1.36 |
| 5_1_grt | 0.675 | 1.05 | 1.37 |
| 6_report | 0.618 | 0.952 | 1.36 |
==> timing repair <==
action                                  in CTS  in global routing
buffers inserted                            10                  6
endpoints found under the setup margin      32                 11
gates resized                               64                  6
hold buffers                                 0                  0
==> final timing paths <==
kind / startpoint / to / slack (ns) / cells after the start
max: q[14]$_DFFE_PN0P_ / q[14] / 0.04 / 1
min: rst_n / q[25]$_DFFE_PN0P_ / 0.31 / 2
max reg2reg: q[26]$_DFFE_PN0P_ / q[26]$_DFFE_PN0P_ / 0.11 / 3
min reg2reg: q[29]$_DFFE_PN0P_ / q[29]$_DFFE_PN0P_ / 0.51 / 1
max in group asynchronous: rst_n / q[7]$_DFFE_PN0P_ / 0.63 / 2
min in group clk0: en / q[11]$_DFFE_PN0P_ / 0.45 / 3
Power is estimated from default activity; no workload was simulated.
